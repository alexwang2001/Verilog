## /design/flow/design.v

```verilog
module Arbiter_byte (in0, in1, out);
    input [7:0] in0, in1;
    output [7:0] out;
    wire sel;
    comp_8bits cmp1(in0, in1, sel);
    Mux2_1_byte mb0(.in0(in0), .in1(in1), .out(out), .sel(sel));
endmodule
module Mux2_1_byte (in0, in1, out, sel);
    input [7:0] in0, in1;
    input sel;
    output [7:0] out;
    Mux2_1 m0({in1[0],in0[0]}, sel, out[0]);
    Mux2_1 m1({in1[1],in0[1]}, sel, out[1]);
    Mux2_1 m2({in1[2],in0[2]}, sel, out[2]);
    Mux2_1 m3({in1[3],in0[3]}, sel, out[3]);
    Mux2_1 m4({in1[4],in0[4]}, sel, out[4]);
    Mux2_1 m5({in1[5],in0[5]}, sel, out[5]);
    Mux2_1 m6({in1[6],in0[6]}, sel, out[6]);
    Mux2_1 m7({in1[7],in0[7]}, sel, out[7]);
endmodule
module Mux2_1(in, sel, out);
    input [1:0] in;
    input sel;
    output out;
    assign out = sel? in[1]:in[0];
endmodule
module comp_byte(in0, in1, out);
    input [7:0]in0;
    input [7:0]in1;
    output out;
    assign out = in1 > in0? 1 : 0;
endmodule
module comp_8bits(in0,in1,out);
    input [7:0]in0;
    input [7:0]in1;
    output out;
    assign out = in1 > in0? 1 : 0; 
endmodule
```

## /design/flow/run.sh

```bash
#!/bin/bash
# OpenROAD 26Q1-2900-gdf79404cd8, Yosys 0.63+post, stock flow scripts
make -C /OpenROAD-flow-scripts/flow DESIGN_CONFIG=/design/flow/config.mk WORK_HOME=/design/flow/orfs finish
```

## /design/flow/config.mk

```make
export PLATFORM = sky130hd
export DESIGN_NAME = Arbiter_byte
export DESIGN_NICKNAME = Arbiter_byte
export VERILOG_FILES = /design/flow/design.v
export SDC_FILE = /design/flow/constraint.sdc
export NUM_CORES = 4
export LEC_CHECK = 1
export CORE_AREA = 10 10 70 70
export DIE_AREA = 0 0 80 80
```

## /design/flow/constraint.sdc

```tcl
current_design Arbiter_byte

set clk_period 6.6
set clk_io_pct 0.2

create_clock -name clk0 -period $clk_period

set non_clock_inputs [all_inputs -no_clocks]
set_input_delay [expr $clk_period * $clk_io_pct] -clock clk0 $non_clock_inputs
set_output_delay [expr $clk_period * $clk_io_pct] -clock clk0 [all_outputs]
```

==> impl_metrics.xml <==
<?xml version="1.0" encoding="UTF-8"?>
<metrics>
  <group name="cells_and_area">
    <metric name="final-seq-area" unit="um^2">0</metric>
    <metric name="final-instance-count-excl-fill" unit="">105</metric>
    <metric name="finish.instance_area" unit="um^2">602</metric>
    <metric name="filler_cell_count" unit="">392</metric>
    <metric name="n_sequential_cell" unit="">0</metric>
    <metric name="number_of_clock_buffers_in_the_layout" unit="">0</metric>
    <metric name="final_cell_mix" unit="">24 x sky130_fd_sc_hd__clkdlybuf4s50_1, 8 x sky130_fd_sc_hd__inv_1, 8 x sky130_fd_sc_hd__mux2_2, 8 x sky130_fd_sc_hd__ha_1, 3 x sky130_fd_sc_hd__a21oi_1</metric>
    <metric name="drive_above_1_share" unit="">0.186</metric>
    <metric name="mostFrequentLayoutCell" unit="">sky130_fd_sc_hd__clkdlybuf4s50_1</metric>
    <metric name="area_growth_syn_to_layout" unit="%">65.3</metric>
  </group>
  <group name="die">
    <metric name="die-height" unit="um">80</metric>
    <metric name="core" unit="um^2">3420</metric>
    <metric name="fp_util" unit="">0.107</metric>
    <metric name="chipArea" unit="um^2">6400</metric>
    <metric name="rows" unit="">21</metric>
    <metric name="ioPinCount" unit="">24</metric>
    <metric name="chipWidth" unit="um">80</metric>
  </group>
  <group name="synth">
    <metric name="synth_seq_share" unit="">0</metric>
    <metric name="mappedNetlistArea" unit="um^2">364</metric>
    <metric name="syn_inst_count" unit="">43</metric>
    <metric name="synth.distinct_cells" unit="">12</metric>
    <metric name="yosys_area" unit="um^2">364</metric>
    <metric name="syn-mean-instance-area" unit="um^2">8.47</metric>
    <metric name="synth.yosys.num_cells" unit="">43</metric>
    <metric name="yosysWarnings" unit="">0</metric>
  </group>
  <group name="clocking">
    <metric name="cts_resized" unit="">0</metric>
    <metric name="cts_post_setup_buffers_inserted" unit="">0</metric>
    <metric name="post_cts_hold_buffer_count" unit="">0</metric>
  </group>
  <group name="sta">
    <metric name="report.final.hold_viol_count" unit="">0</metric>
    <metric name="timing.final.setup_violations" unit="">0</metric>
    <metric name="fin_hold_ws" unit="ns">3.70</metric>
    <metric name="worst_max_slew_pin_slew" unit="ns">0.405</metric>
    <metric name="worst_slew_margin_rel" unit="">0.727</metric>
    <metric name="slew_violations" unit="">0</metric>
    <metric name="fmax" unit="MHz">203</metric>
    <metric name="fin_tns_setup" unit="ns">0</metric>
    <metric name="final.min_clock_period" unit="ns">4.92</metric>
    <metric name="rsz0062_at_grt" unit="">no</metric>
    <metric name="timing.final.crit_share" unit="">0.746</metric>
  </group>
  <group name="global_route">
    <metric name="grt_pass1_wl" unit="um">1600</metric>
    <metric name="number_of_antenna_violations_at_the_first_check_in_global_routing" unit="">0</metric>
    <metric name="grt.overflow.total" unit="">0</metric>
    <metric name="grt_usage" unit="">0.0293</metric>
    <metric name="grt_pass1_vias" unit="">362</metric>
    <metric name="largest_net_degree_at_the_start_of_global_routing" unit="">9</metric>
  </group>
  <group name="routing">
    <metric name="drt_pass1_iterations" unit="">3</metric>
    <metric name="initialDrtViolationCount" unit="">5</metric>
    <metric name="num_antenna_cells" unit="">0</metric>
    <metric name="routed_wl" unit="um">918</metric>
    <metric name="routed_wire_length_per_instance" unit="um">8.74</metric>
    <metric name="average_vias_per_placed_instance" unit="">3.12</metric>
    <metric name="drt.antenna.violating_nets" unit="">0</metric>
    <metric name="drc" unit="">0</metric>
    <metric name="detailroute.via_count" unit="">328</metric>
  </group>
  <group name="placement">
    <metric name="placement.cell_area" unit="um^2">602</metric>
    <metric name="place.port_buffers" unit="">24</metric>
    <metric name="dpl.hpwl" unit="um">829</metric>
    <metric name="place_congestion" unit="">0.757</metric>
    <metric name="place.detailed.instances" unit="">105</metric>
  </group>
  <group name="min_path">
    <metric name="worst_hold_path_type" unit="">input port to primary output</metric>
  </group>
  <group name="power_and_ir_drop">
    <metric name="power_per_cell_area" unit="nW/um^2">70.9</metric>
    <metric name="total_leakage_power" unit="nW">0.250</metric>
    <metric name="maximum_vdd_drop" unit="mV">0.0224</metric>
  </group>
  <group name="setup_path">
    <metric name="crit_arrival" unit="ns">3.60</metric>
    <metric name="critical_path_peak_fanout" unit="">8</metric>
    <metric name="endpoint_kind" unit="">primary output</metric>
    <metric name="critPathKind" unit="">input port to primary output</metric>
    <metric name="critPathLaunchType" unit="">input port</metric>
    <metric name="worst_ep_required_time" unit="ns">5.28</metric>
  </group>
  <group name="run">
    <metric name="drv.max_cap_violation_count" unit="">0</metric>
    <metric name="tool_warning_count" unit="">32</metric>
  </group>
  <group name="status">
    <metric name="outcome" unit="">completed</metric>
  </group>
</metrics>
through the flow:
stage	total power [mW]	utilization	worst slack [ns]
after floorplan	0.0257	-	2.60
after global placement	0.0428	0.176	1.71
after detailed placement	0.0431	0.176	1.67
after CTS	0.0435	0.176	1.66
after global routing	0.0483	0.176	1.51
final	0.0427	0.176	1.68
layout make-up:
| cell class | instances | area [um^2] | share of cell area |
|---|---|---|---|
| Multi-Input combinational cell | 27 | 274 | 0.455 |
| Timing Repair Buffer | 24 | 240 | 0.399 |
| Tap cell | 46 | 57.6 | 0.0956 |
| Inverter | 8 | 30.0 | 0.0499 |
kinds of logic (layout without fill, tap and decap cells):
group                      Yosys count  in the layout  share of synthesized area
buffers and inverters               16             32                      0.247
muxes                                8              8                      0.247
and+or+nand+nor                      4              4                     0.0619
AOI/OAI and AO/OA                    7              7                      0.168
adders and majority gates            8              8                      0.275
metal layers:
metal  GRT usage  part of all wire  vias up
met3      0.0159              0.19        0
met4           0                 0        0
met2      0.0345              0.26       24
met5           0                 0        -
li1            -                 -      175
met1      0.0461              0.55      129
final timing paths:
check,cells past startpoint,from,slack [ns],end
min,3,in0[3],3.70,out[3]
max,9,in0[1],1.68,out[1]
cell usage after synthesis:
cell | count | area (um^2)
sky130_fd_sc_hd__o22ai_4 | 1 | 20.0
sky130_fd_sc_hd__nand4_1 | 2 | 12.5
sky130_fd_sc_hd__nand2_1 | 1 | 3.75
sky130_fd_sc_hd__inv_1 | 8 | 30.0
sky130_fd_sc_hd__a21oi_2 | 1 | 8.76
sky130_fd_sc_hd__o21ai_0 | 1 | 5.00
sky130_fd_sc_hd__ha_1 | 8 | 100
sky130_fd_sc_hd__o211ai_2 | 1 | 12.5
sky130_fd_sc_hd__a21oi_1 | 3 | 15.0
sky130_fd_sc_hd__mux2_2 | 8 | 90.1
sky130_fd_sc_hd__nor2b_1 | 1 | 6.26
sky130_fd_sc_hd__buf_4 | 8 | 60.1
where the power goes:
group | leakage, nW | switching (mW) | internal (mW)
Combinational | 0.250 | 0.0137 | 0.0289
Sequential | 0 | 0 | 0
Clock | 0 | 0 | 0
Total | 0.250 | 0.0137 | 0.0289
worst max-delay path, stage by stage:
cell and delay (ns):
sky130_fd_sc_hd__clkdlybuf4s50_1 0.47, sky130_fd_sc_hd__inv_1 0.05, sky130_fd_sc_hd__ha_1 0.30, sky130_fd_sc_hd__nor2b_1 0.14, sky130_fd_sc_hd__o211ai_2 0.15, sky130_fd_sc_hd__a21oi_2 0.09, sky130_fd_sc_hd__o22ai_4 0.29, sky130_fd_sc_hd__mux2_2 0.38
sky130_fd_sc_hd__clkdlybuf4s50_1 0.42
No activity file was given, so power comes from the tool's default toggle rates.
