$ cat /design/flow/design.v
module _7seg(num, led_o);
  input [3:0] num;
  output [0:7] led_o;
  reg [0:7]led = 0;
  always @ (*) begin
    case(num)
      0: led = ~8'b11111100;
      1: led = ~8'b01100000;
      2: led = ~8'b11011010;
      3: led = ~8'b11110010;
      4: led = ~8'b01100110;
      5: led = ~8'b10110110;
      6: led = ~8'b10111110;
      7: led = ~8'b11100000;
      8: led = ~8'b11111110;
      9: led = ~8'b11100110;
      11: led = ~8'b10011111;
      12: led = ~8'b11101110;
      13: led = ~8'b11111100;
      14: led = ~8'b10011100;
      15: led = ~8'b10110110;
      default: led = 8'b11111111;
    endcase
  end
  assign led_o = led;
endmodule
module dp_seg(
    input clk_scan,
    input [3:0] number0,
    input [3:0] number1,
    input [3:0] number2,
    input [3:0] number3,
    input [3:0] number4,
    input [3:0] number5,
    input [3:0] number6,
    input [3:0] number7,
    output [7:0]en,
    output [0:7]led
  );
  reg [3:0] num;
  reg [7:0] dpen = ~8'b00000001;
  _7seg seg1(
          .num(num),
          .led_o(led)
        );
  always @(posedge clk_scan)
  begin
    dpen <= dpen << 1;
    dpen[0] <= dpen[7];
  end
  always @(*)
  begin
    case(dpen)
      ~8'b00000001:
        num = number0;
      ~8'b00000010:
        num = number1;
      ~8'b00000100:
        num = number2;
      ~8'b00001000:
        num = number3;
      ~8'b00010000:
        num = number4;
      ~8'b00100000:
        num = number5;
      ~8'b01000000:
        num = number6;
      ~8'b10000000:
        num = number7;
      default:
        num = 11;
    endcase
  end
  assign en = dpen;
endmodule
$ cat /design/flow/run.sh
#!/bin/bash
# OpenROAD 26Q1-2900-gdf79404cd8, Yosys 0.63+post, stock flow scripts
make -C /OpenROAD-flow-scripts/flow DESIGN_CONFIG=/design/flow/config.mk WORK_HOME=/design/flow/orfs finish
$ cat /design/flow/config.mk
export PLATFORM = sky130hd
export DESIGN_NAME = dp_seg
export DESIGN_NICKNAME = dp_seg
export VERILOG_FILES = /design/flow/design.v
export SDC_FILE = /design/flow/constraint.sdc
export NUM_CORES = 4
export LEC_CHECK = 1
export CORE_AREA = 10 10 77 77
export DIE_AREA = 0 0 87 87
$ cat /design/flow/constraint.sdc
current_design dp_seg

set clk_period 3.2
set clk_io_pct 0.2

create_clock -name clk0 -period $clk_period [get_ports {clk_scan}]

set non_clock_inputs [all_inputs -no_clocks]
set_input_delay [expr $clk_period * $clk_io_pct] -clock clk0 $non_clock_inputs
set_output_delay [expr $clk_period * $clk_io_pct] -clock clk0 [all_outputs]
==> ci_impl_report.md <==
### Flow metrics

| Metric | Value |
|---|---|
| # DRC | `0` |
| Area leader, netlist | `nand3b_1` |
| Slew Limit Headroom | `69.7%` |
| Initial antenna violation count | `0` |
| Hold path startpoint | `dpen[0]` |
| Top flop regs | `dpen (8)` |
| Critical-path maximum fanout | `6` |
| Setup-violating endpoint count in the final report | `0` |
| Unrepaired setup endpoints after global routing | `yes` |
| Max reg flops | `8` |
| Clock latency (worst-skew pair) | `220 ps` |
| Ys async rst share | `0%` |
| Maximum number of pins on one net before global-route repair | `15` |
| Chip Area, Yosys | `980 um2` |
| Switching portion of total power | `15.5%` |
| Die height | `87 um` |
| Fill cell count | `392` |
| Max cap viols | `0` |
| Share of post-route cells with drive strength above 1 | `45.0%` |
| Log Warnings | `28` |
| Combinational cell fraction of total power | `13.8%` |
| Fmax | `0.323 GHz` |
| Die X-Extent | `87 um` |
| Number of global-route vias before repair | `1245` |
| TritonRoute pass-1 iters | `4` |
| # IOs | `49` |
| Top cells excl fill/tap | `44 x buf_4, 32 x nand3b_1, 25 x clkdlybuf4s50_1, 12 x a211oi_2, 10 x dlymetal6s2s_1` |
| Max Clock Skew | `1.27 ps` |
| Top cells, area | `nand3b_1 25%, dfxtp_1 16%, a211oi_1 13%, ha_1 3.8%, nor4_1 3.2%` |
| HPWL Detailed | `2.82 mm` |
| Routed Antenna Nets | `0` |
| # hold bufs at CTS | `0` |
| DR WL/cell | `14.5 um` |
| Hold_ws | `517 ps` |
| Routed Wire Length | `3.80 mm` |
| Clock tree buffer depth | `2` |
| Switching power | `0.0385 mW` |
| I/O Buffers | `48` |
| Min Tclk post-route | `3100 ps` |
| Critical path class | `flip-flop to output port` |
| Final Util | `46.8%` |
| Avg Cell Area, Syn | `8.03 um2` |
| Top_reg_cell synth | `dfxtp_1` |
| Yosys stat cell total | `122` |
| Gr ovfl total | `0` |
| Clock share of power | `45.9%` |
| Die area | `7570 um2` |
| Status | `finished clean` |
| Post-layout period usage | `96.9%` |
| Crit. End Element | `output port` |
| Min-delay worst type | `flip-flop to flip-flop` |
| CTS tree | `done` |
| Hold Fails Final Rpt | `0` |
| Number of synthesized register bits | `8` |
| Area delta synth->final | `108%` |
| Placer Congestion | `0.815` |
| Leakage | `0.901 nW` |
| Antenna diode count | `0` |
| Syn. warnings | `2` |
| GRT Util Overall | `9.34%` |
| Cells after Synth | `122` |
| Global-route wire length before repair | `5.88 mm` |
| Power share of the sequential group | `40.3%` |
| Worst R2R Start | `dpen[7]` |
| Clock Sinks | `8` |
| Floorplan core density | `22.5%` |
| Crit path DAT | `2460 ps` |
| Core Box Area | `4350 um2` |
| Startpoint types | `flip-flop` |
| Peak supply drop | `0.000158 V` |
| Synth top area share | `24.5%` |
| Vias/cell | `4.84` |
| DR vias | `1273` |
| Clock Pin Slew Worst Setup and Hold Paths | `40 ps` |
| # H-tree levels | `1` |
| Final setup TNS | `0 ps` |
| Cell Type Count | `32` |
| Pins Over Slew Limit | `0` |
| Register name with the most flops | `dpen` |
| Seq share, synth | `16.3%` |
| Synthesized area | `980 um2` |
| Internal cell power | `0.210 mW` |
| Critical path startpoint | `dpen[0]` |
| Worst-Margin Slew | `451 ps` |
| # rows | `24` |
| TritonCTS Buffers | `3` |
| Post-synth EDFFs | `0` |
| Crit path DRT | `2560 ps` |
| Most frequent logic cell in the layout | `buf_4` |
| Cell Pwr Density | `122 nW/um2` |
| Root buf cell | `clkbuf_8` |
| DRT iter0 DRCs | `74` |
-- stage by stage --
step	power [mW]	area [um2]	setup WS, ps	std cells
after global placement	0.141	1730	-481	246
after CTS	0.256	1900	-28.1	259
final	0.249	2040	100	263
after floorplan	0.102	980	408	122
after global routing	0.263	2040	-12.7	263
after detailed placement	0.141	1730	-485	246
-- routing by layer --
metal / global-route usage [%] / vias to the layer above / wire length, um
met2: 15.3 / 25 / 1820
met5: 0 / - / 0
li1: - / 660 / -
met3: 2.26 / 0 / 210
met4: 0.295 / 0 / 0
met1: 12.8 / 588 / 1770
-- power by group through the flow --
stage	Sequential [mW]	Clock (mW)	Combinational (mW)
finish	0.100	0.114	0.0344
global route	0.100	0.127	0.0367
CTS	0.100	0.119	0.0368
-- kinds of logic after synthesis --
| family | Yosys count | share of synthesized area (%) |
|---|---|---|
| xor+xnor | 1 | 0.894 |
| simple gates | 61 | 44.3 |
| compound gates | 31 | 23.2 |
| buf+inv | 15 | 8.30 |
| flops | 8 | 16.3 |
| mux | 2 | 2.04 |
| fa+ha+maj | 4 | 4.85 |
-- critical path, cell delays in order, from the launching register on --
cell and delay, ps:
dfxtp_1 330, nand4_2 160, nor4_1 80, or4_4 560, o21a_2 280, buf_6 130
inv_4 50, ha_4 180, o211a_1 190, a31oi_1 150, buf_2 130
-- cell usage after synthesis (all sizes together), types with 3 or more instances --
master  count
buf         9
nand2       7
a211oi     17
nor2        5
nand3b     32
ha          3
inv         5
dfxtp       8
nor4        6
o21ai       3
nor4b       3
-- area by class of cell --
cell class | count | area (um2) | area share, %
Sequential cell | 8 | 163 | 7.99
Multi-Input combinational cell | 99 | 893 | 43.9
Timing Repair Buffer | 96 | 852 | 41.9
Inverter | 5 | 21.3 | 1.04
Tap cell | 52 | 65.1 | 3.20
Clock buffer | 3 | 41.3 | 2.03
-- path summary, 6_finish.rpt --
check,endpoint,cells after the start,slack [ps]
max,led[3],10,100
min,dpen[1],1,520
max reg2reg,dpen[0],1,2470
min reg2reg,dpen[1],1,520
-- what timing repair did --
| item | 4_1_cts | 5_1_grt |
|---|---|---|
| pin swaps | 16 | 19 |
| setup endpoints to repair | 8 | 8 |
| buffers inserted | 10 | 5 |
| resized | 45 | 30 |
Power figures rest on the tool's default switching activity, not on a simulated workload.
