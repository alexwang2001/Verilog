$ cat flow/design.v
module vga_sync(
    input clk_pix,
    input rst,
    output hsync,
    output vsync,
    output inrange,
    output [9:0] h_cnt_o,
    output [9:0] v_cnt_o
  );
  reg [9:0] h_cnt = 0;
  reg [9:0] v_cnt = 0;
  reg hsync_i = 1'b1;
  reg vsync_i = 1'b1;
  wire hsync_type;
  wire vsync_type;
  assign hsync_type = 1;
  assign vsync_type = 1;
  parameter Hs = 96;   
  parameter Hb = 48;   
  parameter Hd = 640;  
  parameter Hf = 16;   
  parameter Ht = 800;  
  parameter Vs = 2;    
  parameter Vb = 33;   
  parameter Vd = 480;  
  parameter Vf = 10;   
  parameter Vt = 525;  
  always @(posedge clk_pix or posedge rst)
  begin
    if(rst)
      h_cnt <= 0;
    else if(h_cnt < Ht - 1)
      h_cnt <= h_cnt + 1;
    else
      h_cnt <= 0;
  end
  always @(posedge clk_pix or posedge rst)
  begin
    if(rst)
      v_cnt <= 0;
    else if(h_cnt == Ht - 1)
    begin
      if(v_cnt < Vt - 1)
        v_cnt <= v_cnt + 1;
      else
        v_cnt <= 0;
    end
    else
      v_cnt <= v_cnt;
  end
  always @(posedge clk_pix or posedge rst)
  begin
    if(rst)
      hsync_i <= hsync_type;
    else if(h_cnt >= Hd + Hf - 1 && h_cnt < Hd + Hf + Hs - 1)
      hsync_i <= ~hsync_type;
    else
      hsync_i <= hsync_type;
  end
  always @(posedge clk_pix or posedge rst)
  begin
    if(rst)
      vsync_i <= vsync_type;
    else if(v_cnt >= Vd + Vf - 1 && v_cnt < Vd + Vf + Vs - 1)
      vsync_i <= ~vsync_type;
    else
      vsync_i <= vsync_type;
  end
  assign h_cnt_o = h_cnt < Hd ? h_cnt : 0;
  assign v_cnt_o = v_cnt < Vd ? v_cnt : 0;
  assign hsync = hsync_i;
  assign vsync = vsync_i;
  assign inrange = h_cnt < Hd && v_cnt < Vd;
endmodule
$ cat flow/run.sh
#!/bin/bash
# OpenROAD 26Q1-2900-gdf79404cd8, Yosys 0.63+post, stock flow scripts
make -C /OpenROAD-flow-scripts/flow DESIGN_CONFIG=/design/flow/config.mk WORK_HOME=/design/flow/orfs finish
$ cat flow/config.mk
export PLATFORM = sky130hd
export DESIGN_NAME = vga_sync
export DESIGN_NICKNAME = vga_sync
export VERILOG_FILES = /design/flow/design.v
export SDC_FILE = /design/flow/constraint.sdc
export NUM_CORES = 4
export LEC_CHECK = 1
export CORE_UTILIZATION = 30
$ cat flow/constraint.sdc
current_design vga_sync

set clk_period 2.4
set clk_io_pct 0.2

create_clock -name clk0 -period $clk_period [get_ports {clk_pix}]

set non_clock_inputs [all_inputs -no_clocks]
set_input_delay [expr $clk_period * $clk_io_pct] -clock clk0 $non_clock_inputs
set_output_delay [expr $clk_period * $clk_io_pct] -clock clk0 [all_outputs]
==> results.toml <==
# generated from flow reports
[floorplan]
die_x_microns = 69.4
ioPinCount = 25
die_area_sq_um = 4820
initCoreUtil_pct = 31.3
die_h_microns = 69.4
num_rows = 24
core_area_sq_um = 4350

[setup_path]
critPathLaunchType = "flip-flop"
crit_arrival_ns = 1.77
reg2reg_depth = 5
path_class = "flip-flop to primary output"
required_ns = 1.92
end_kind = "primary output"
cp_max_fo = 9

[logic_synthesis]
synth.most_common_cell = "dfrtp_1"
yosys-top-cells-count = "dfrtp_1 (20), and2_1 (16), nor2_1 (9), nor2b_1 (9), o21ai_1 (7)"
edf_count = 0
yosys.area.top_type = "dfrtp_1"
ys_area_sq_um = 1360
synth_area_sq_um = 1360
ys.flops = 22
ys.flop_type = "dfrtp_1"
ys_cells = 143
synth_cell_types = 43
topCellsByArea = "dfrtp_1 (37%), and2_1 (7.3%), nor2b_1 (4.1%)"
syn_area_per_cell_sq_um = 9.53
async_flop_share_pct = 100
ys_seq_share_pct = 40.6
syn_inst = 143
yosys_warnings = 1
top_area_share_pct = 36.7

[detailed_routing]
drt-total-wl_mm = 2.78
drcViolationCount = 0
firstDrtPassIters = 4
antenna_left = 0
wire_per_inst_microns = 12.7
diodes = 0
drtIter0Drc = 116
dr_total_vias = 1135
via_per_inst = 5.18

[global_route]
grt_max_degree = 23
grt_use_total_pct = 12.5
grt_pass1_vias = 1098
grt_first_pass_wirelength_mm = 4.87
antenna_found_initial = 0
gr-total-overflow = 0

[power]
p_comb_share_pct = 1.6
power_density_nw_per_um2 = 361
swShare_pct = 20.3
switching_power_uw = 123
intPower_uw = 485
leakage_nw = 0.732
vdd_drop_max_mv = 0.261
seqPwrFrac_pct = 60.9
p_clk_share_pct = 37.5

[cts]
cts_buffer_depth = 2
cts_root_buf = "clkbuf_8"
cts.clk_slew.worst_paths_ns = 0.08
cts-htree-levels = 1
post_cts.repair.setup_buffers = 0
cts_tree = "yes"
clk_latency_ns = 0.26
cts_sinks = 22
cts_buffers = 3

[placed_design]
port_buffers = 23
globalplace.congestion = 0.870
place_area_sq_um = 1640
place_inst = 216
dp_hpwl_mm = 1.97

[min_path]
hold_depth = 1
worstHoldPathType = "flip-flop to flip-flop"

[sta]
slew_violations = 0
finalSetupViolations = 0
post-route-min-period_ns = 2.25
grt_setup_unrepaired = "no"
fmax_mhz = 444
hold_viol = 0
fin_skew_ns = 0.00443
whs_ns = 0.502
tns_ns = 0
fin_crit_sh_pct = 93.8

[final_layout]
drive_gt1_share_pct = 11.4
layout.cells.non_filler = 219
utilization_pct = 38.7
finalInstanceArea_sq_um = 1680
area_growth_pct = 23.6

[run]
max_cap_viol_count = 0
warnings = 27

[outcome]
outcome = "completed"
kinds of logic after synthesis:
logic type / count (synthesis) / synth area share [%]
AOI/OAI and AO/OA: 31 / 15.7
xor gates and xnor gates: 6 / 3.86
adders and majority gates: 4 / 3.67
buffers and inverters: 11 / 4.96
DFF: 22 / 40.6
other: 1 / 0.275
and+or+nand+nor: 68 / 30.9
routing by layer:
layer	up-vias	routed length, microns	part of all wire [%]	GRT usage (%)
met5	-	0	0	0
met4	0	17	0.61	2.04
met3	2	124	4.5	2.36
met2	26	1250	45	19.3
met1	551	1390	50	19.3
li1	556	-	-	-
cell type report:
class	count	area, sq um
inverters	6	22.5
fillers	431	2670
multi-input cells	110	749
flip-flops and latches	22	553
repair buffers	26	253
clock buffers	3	41.3
well taps	52	65.1
what timing repair did:
action                     CTS  global route
resized                      1             1
setup endpoints to repair    2             4
hold buffers                 0             0
power groups by stage:
stage	combinational (mW)	clock, mW	sequential, mW
after CTS	0.0107	0.238	0.370
final	0.00999	0.228	0.370
after global routing	0.0119	0.254	0.371
placed cells by master (no fill, tap or decap), drive strengths merged, types with 4 or more instances in the layout:
cell type      instances
a21oi                  6
and2                  17
nand3                  6
a22o                   6
and4                   4
clkdlybuf4s50         23
o21ai                 11
nor2                  10
ha                     4
nor2b                  9
nor3                   5
nand2                  4
inv                    6
dfrtp                 20
flip-flops by register name, summed over array words and instances, names as in the netlist:
name     count
vsync_i      1
v_cnt       10
h_cnt       10
hsync_i      1
final timing paths:
kind / endpoint / slack, ns / start
min reg2reg: h_cnt[0] / 0.50 / h_cnt[0]
max in group asynchronous: hsync_i / 1.57 / rst
max: inrange / 0.15 / v_cnt[5]
max reg2reg: v_cnt[6] / 0.50 / h_cnt[0]
min in group asynchronous: v_cnt[2] / 0.55 / rst
min: h_cnt[0] / 0.50 / h_cnt[0]
critical path, cell delays in order, from the launching register on:
cell and delay [ns]:
dfrtp_1 0.47, and4_2 0.28, nor2_4 0.14, and2_1 0.16, clkdlybuf4s50_1 0.47
through the flow:
step                      power [mW]  setup slack (ns)
after floorplan                0.384             0.698
after global placement         0.389             0.308
after detailed placement       0.388             0.280
after CTS                      0.619            0.0802
after global routing           0.636            0.0382
final                          0.608             0.149
Power is estimated from default activity; no workload was simulated.
